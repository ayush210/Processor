==> config.mk <==
export PLATFORM = sky130hd
export DESIGN_NAME = combined
export DESIGN_NICKNAME = combined
export VERILOG_FILES = /design/flow/design.v
export SDC_FILE = /design/flow/constraint.sdc
export NUM_CORES = 4
export LEC_CHECK = 1
export CORE_UTILIZATION = 30
==> constraint.sdc <==
current_design combined

set clk_period 28.9
set clk_io_pct 0.2

create_clock -name clk0 -period $clk_period [get_ports {clk}]

set non_clock_inputs [all_inputs -no_clocks]
set_input_delay [expr $clk_period * $clk_io_pct] -clock clk0 $non_clock_inputs
set_output_delay [expr $clk_period * $clk_io_pct] -clock clk0 [all_outputs]
==> run.sh <==
#!/bin/bash
# OpenROAD 26Q1-2900-gdf79404cd8, Yosys 0.63+post, stock flow scripts
make -C /OpenROAD-flow-scripts/flow DESIGN_CONFIG=/design/flow/config.mk WORK_HOME=/design/flow/orfs finish
==> design.v <==
module control(clk,reset,state,hit,read_signal,write_signal,read_signal_cache,write_signal_cache_mem,write_signal_cache_out,read_signal_memory,write_signal_memory,validbit,tag_in,tag_out);
parameter memory_bits = 5;
parameter index = 3;
parameter cache_size = 8;
input reset;
input clk;
output[3:0] state;
output hit;
input read_signal;
input write_signal;
output read_signal_cache;
output write_signal_cache_mem;
output write_signal_cache_out;
output read_signal_memory;
output write_signal_memory;
input validbit;
input[memory_bits-index-1:0] tag_in;
input[memory_bits-index-1:0] tag_out;
reg[3:0] state;
reg hit;
reg read_signal_cache;
reg write_signal_cache_mem;
reg read_signal_memory;
reg write_signal_memory;
reg write_signal_cache_out;
always@(posedge clk)
		begin
		if(reset==1)
		state = 0;
		else
		begin
case(state)
	0:begin	
			write_signal_cache_out = 0;
			write_signal_memory = 0;
			read_signal_cache = 0;
			write_signal_cache_mem = 0;
			read_signal_memory = 0;
	if(read_signal==1)       
			state = 1;
	if(write_signal==1)
			state = 5;
	end		
	1: begin
		if(tag_in==tag_out&&validbit==1)
		 begin
			   hit = 1;
			   read_signal_cache = 1;
			   read_signal_memory = 0;
			   state = 0;
		 end
		else
		begin
	     	state = 2;
		end
	   end
	2:begin
				read_signal_memory = 1;
		        state = 3;  
	 end
	3:begin 
				read_signal_memory = 0;
				write_signal_cache_mem = 1;
				state = 4;
	  end
	4:begin
				write_signal_cache_mem = 0;
				read_signal_cache = 1;
				state = 0;
	  end
	5:begin
				if(tag_in==tag_out&&validbit==1)
				begin
				 hit = 1;
				 write_signal_cache_out = 1;
				 write_signal_memory = 1;
				 state = 0;
				end
				else 
				    state = 6;
	  end
	6:begin
				write_signal_cache_out = 1;
				write_signal_memory = 1;
				state = 0;
	  end
endcase
end
		end
initial begin
end
endmodule
module combined(clk,reset,fulladdress,read_signal,write_signal,state,out_write,out_read);
parameter index = 3;
parameter memory_bits = 5;
parameter memory_size = 32;
input clk;
input[memory_bits-1:0] fulladdress;
input read_signal;
input write_signal;
input reset;
input[memory_size-1:0] out_write;
output[memory_size-1:0] out_read;
output[3:0] state;
wire[3:0] state;
wire read_signal_cache;wire write_signal_cache_out;wire write_signal_cache_mem;wire read_signal_memory;wire write_signal_memory;wire validbit;wire[memory_bits-index-1:0] tagoutput;
wire[31:0] main_memory_out_data;
control con(.clk(clk),.reset(reset),.state(state),.read_signal(read_signal),.write_signal(write_signal),.write_signal_cache_out(write_signal_cache_out),.read_signal_cache(read_signal_cache),.write_signal_cache_mem(write_signal_cache_mem),.read_signal_memory(read_signal_memory),.write_signal_memory(write_signal_memory),.validbit(validbit),.tag_in(fulladdress[memory_bits-1:index]),.tag_out(tagoutput));
Tagram tagmemory(.state(state),.taginput(fulladdress[memory_bits-1:index]),.tagoutput(tagoutput),.address(fulladdress[index-1:0]),.write_signal_cache(write_signal_cache_mem||write_signal_cache_out),.read_signal(read_signal_cache),.write_signal(write_signal),.clk(clk),.reset(reset));
Validram vram(.validoutput(validbit),.address(fulladdress[index-1:0]),.reset(reset),.write_signal_cache(write_signal_cache_mem||write_signal_cache_out),.clk(clk));
dataram dram(.out_write(out_write),.out_read(out_read),.memorydata_write(main_memory_out_data),.write_signal_cache_mem(write_signal_cache_mem),.write_signal_cache_out(write_signal_cache_out),.read_signal_cache(read_signal_cache),.address(fulladdress[index-1:0]),.clk(clk),.reset(reset));
mainmem mmem(.address(fulladdress),.write_signal_memory(write_signal_memory),.memory_out(main_memory_out_data),.write_data(out_write),.read_signal_memory(read_signal_memory),.reset(reset),.clk(clk));
initial begin
end
endmodule
module dataram(out_write,out_read,memorydata_write,write_signal_cache_mem,write_signal_cache_out,read_signal_cache,address,clk,reset);
parameter word_size = 32;
parameter cache_size = 8;
parameter index = 3;
parameter memory_bits = 5;
integer i;
input [index-1:0] address;
input[word_size-1:0] out_write;
output[word_size-1:0] out_read;
input[word_size-1:0] memorydata_write;
input write_signal_cache_mem;
input write_signal_cache_out;
input read_signal_cache;
input clk;
input reset;
reg[word_size-1:0] out_read;
reg[word_size-1:0] data[cache_size-1:0];
always @(posedge clk)
		begin
			if(reset==1)
			begin
				for(i=0;i<cache_size;i++)
				data[i] = 32'b0;
			end
			else if(write_signal_cache_out==1)
				data[address] = out_write;
			else if(write_signal_cache_mem==1)
				data[address] = memorydata_write;
		end
always @(negedge clk)
		begin
			if(read_signal_cache==1)
				out_read = data[address];
		end
initial begin
end
endmodule
module mainmem(address,write_signal_memory,memory_out,write_data,read_signal_memory,reset,clk);
parameter word_size = 32;
parameter memory_bits = 5;
parameter memory_size = 32;
integer i;
input[memory_bits-1:0] address;
input write_signal_memory;
output[word_size-1:0] memory_out;
input[word_size-1:0] write_data;
input read_signal_memory;
input reset;
input clk;
reg[word_size-1:0] data[memory_size-1:0];
reg[word_size-1:0] memory_out;
always @(posedge clk)
		begin
		if(reset==1)
		begin
			for(i=0;i<memory_size;i++)
				data[i] = 0;
		end
		else if(write_signal_memory==1)
				data[address] = write_data;		
		end
always @(negedge clk)
		begin
			if(read_signal_memory==1)
				memory_out = data[address];
		end
endmodule
module Tagram(state,taginput,tagoutput,address,write_signal_cache,read_signal,write_signal,clk,reset);
parameter memory_bits = 5;
parameter cache_size = 8;
parameter index = 3;
integer i;
input reset;
input[3:0] state;
output[memory_bits-1:index] tagoutput;
input[memory_bits-1:index] taginput;
input[index-1:0] address;              
input write_signal_cache;
input clk;
input read_signal,write_signal;
reg[memory_bits-1:index] tagoutput;
reg[memory_bits-1:index] tagbits[cache_size:0];
always @(posedge clk)      
		begin
			if(reset==1)
				begin
					for(i=0;i<cache_size;i++)
					tagbits[i] = 0;
				end
			else if(write_signal_cache==1)
				tagbits[address] = taginput;
		end
always @(negedge clk)       
		begin
				tagoutput = tagbits[address];
		end
initial begin
end
endmodule
module Validram(state,validoutput,address,reset,write_signal_cache,clk);
		parameter memory_bits = 5;
		parameter cache_size = 8;
		parameter index = 3;
		integer i;
		input reset;
		input state;
		output validoutput;
		input[index-1:0] address;
		input write_signal_cache;
		input clk;
		reg validbits[cache_size:0];
		reg validoutput;
always @(posedge clk)      
		begin
			if(reset==1)
			begin
				for(i=0;i<=cache_size;i++)
					validbits[i] = 0;
			end
			else if(write_signal_cache==1)
				validbits[address] = 1;
		end
always @(negedge clk)       
		begin
				validoutput = validbits[address];
		end
initial begin
end
endmodule
==> results.yml <==
# physical design summary
sta:
  tightest_slew_ps: 1400
  hold_viol: 0
  setup_violations: 0
  fin_tns_setup_ps: 0
  rsz0062_at_grt: "no"
  hold_slack_ps: 457
  report.final.slew_viol_count: 0
  relSlewSlack_pct: 6.14
  skew_ps: 35.2
setup_path:
  cp_cell_sequence: "buf_8 > buf_4 > buf_4 > mux2i_1 > o22ai_1 > nor4_1 > nand2_1"
  r2r_end: "mmem.memory_out[21]"
  cp-end-kind: "flop"
  cp_top_family: "buffers and inverters"
  path_common_cell: "buf_4"
  criticalPathCategory: "in -> reg"
  critPathRequiredTime_ps: 14890
  r2r-start: "mmem.data[13][21]"
  cp-start-kind: "primary input"
  critPathArrivalTime_ps: 9460
  critPathMaxStageDelay_ps: 1130
  critPathSlowestCell: "nor4_1"
  r2r_cells: 4
  crit_fanout: 47
  crit_buf_inv: 3
  r2r_slack_ps: 12070
power:
  finalPower_uw: 4490
  ir_worst_vdd_mv: 0.0447
  power_density_nw_per_um2: 64.3
  leakagePower_uw: 0.0263
global_routing:
  grt.overflow.total: 0
  grt_max_degree: 81
  antenna_found_initial: 5
  grt_pass1_vias: 36400
  track_usage_pct: 19.1
  grt_pass1_wl_um: 264000
clock_network:
  cts_tree: "built"
  cts_buffer_depth: 3
  clkSinkCount: 1378
  cts_setup_buffers: 0
  clk_pin_slew_ps: 60
  cts_buffers: 141
  cts.repair.resized: 0
  cts_root_buf: "clkbuf_16"
  clock_latency_ps: 760
  cts_max_level: 4
  ctsHoldBuffers: 0
floorplanning:
  fp_util_pct: 30.2
  die_width_um: 453
  rows: 165
  ios: 77
  coreArea_um2: 202000
  dieArea_um2: 205000
  die.size.y_um: 453
logic_synthesis:
  synth-xor-area-share_pct: 0.0430
  async_reset_ff_share_pct: 0
  synth-adder-area-share_pct: 0
  ff_type: "edfxtp_1"
  logic_family: "simple AND/OR/NAND/NOR gates"
  edf_count: 1364
  simple_gate_area_share_pct: 15.1
  top_area_cell: "edfxtp_1"
  ys_seq_share_pct: 67.5
  ys_sh_mux_pct: 11.5
  synth_cell_types: 46
  syn_inst: 4304
  ys_area_um2: 61100
  syn-cell-area_um2: 61100
  yosysWarnings: 6
  syn_avg_cell_area_um2: 14.2
  synthTopCellsByArea: "edfxtp_1 67%, and2_1 10%, mux2i_1 8.9%, o22ai_1 2.6%, mux4_2 2.6%"
  ys_cells: 4304
  top_area_share_pct: 67.1
  ys_ff: 1378
  aoi_share_pct: 2.82
run:
  openroad.warnings: 93
  cap_violations: 0
routing:
  wl_met3_um: 31300
  viasPerCell: 4.91
  wl_per_cell_um: 25.8
  routed.top_layer: "met5"
  drt.antenna.violating_nets: 0
  dr.pass1.iters: 5
  routed_wirelength_um: 185000
  dr_wl_met2_um: 83000
  drtIter0Drc: 2240
  wl_met1_um: 64300
  drc: 0
  vias: 35300
run_status:
  status: "complete, no violations"
worst_hold_path:
  hold_depth: 2
  hold_end: "vram.validbits[7]"
  hold_start: "vram.validbits[7]"
  worstHoldPathType: "reg -> reg"
final_layout:
  drive_above_1_share_pct: 13.0
  final_cells: 7189
  fin_area_um2: 69800
  syn_to_final_growth_pct: 14.3
  fillerInstances: 19000
placement:
  dpl.cell_count: 6867
  dp_hpwl_um: 104000
  place_area_um2: 65000
  portBuffers: 75
  place.gp.congestion: 0.913
==> stage by stage <==
step | utilization [%] | setup WS [ps]
2_1_floorplan | - | 7230
3_3_place_gp | 32.1 | 4540
3_5_place_dp | 32.1 | 4830
4_1_cts | 34.5 | 5580
5_1_grt | 34.5 | 5460
6_report | 34.5 | 5420
==> worst min-delay path, delay by kind of cell (launching register included) <==
family | cells | cell delay [ps]
buffers and inverters | 1 | 40
flip-flops | 1 | 310
AND-OR/OR-AND | 1 | 60
==> synthesized netlist by cell type, types with 3 or more instances <==
cell type  number
and2_1       1024
buf_1           4
buf_2         134
buf_4          12
buf_6          16
clkbuf_1      191
clkbuf_2       24
dfxtp_1        14
edfxtp_1     1364
inv_1          12
inv_2           3
mux2i_1       544
mux4_2         70
nand2_1       147
nand2b_1       17
nand3_1         8
nand3_2         5
nand4b_1        3
nand4bb_1       6
nor2_1        301
nor2_2          9
nor3_2          4
nor4_1         64
o21ai_0        10
o22ai_1       256
or2_2          33
or4b_1          3
xnor2_1         3
==> area by class of cell <==
type                    count  area, um2  area share (%)
repair buffers            272       2190            3.14
inverters                  14       52.6          0.0753
clock buffers             183       3940            5.64
diodes                      1       2.50         0.00358
multi-input cells        2530      18200            26.1
well taps                2672       3340            4.79
flip-flops and latches   1378      41200            59.1
clock inverters           139        852            1.22
==> layer usage <==
metal | global-route usage [%] | up-vias
met1 | 22.1 | 17000
met5 | 0.793 | -
met3 | 14.4 | 327
met4 | 5.60 | 16
met2 | 27.9 | 2137
li1 | - | 15800
==> layout by cell type, fill, tap and decap left out, types with 12 or more instances in the layout <==
master / count
nor4_2: 12
buf_4: 197
o22ai_1: 256
dfxtp_1: 14
nor2_1: 281
clkbuf_1: 25
clkbuf_16: 148
clkdlybuf4s50_1: 63
nor4_1: 52
edfxtp_1: 1364
mux4_2: 70
inv_1: 85
clkinv_1: 22
or2_2: 33
and2_1: 1024
clkinv_2: 18
mux2i_1: 544
nor2_2: 29
nand2_1: 147
==> cells by family after synthesis <==
logic type	count (synthesis)
xor+xnor	3
flops	1378
simple gates	1636
buf+inv	396
mux	614
compound gates	276
other cells	1
==> power by group <==
part | internal [uW] | switching [uW] | leakage [uW]
combinational | 103 | 222 | 0.00948
clock | 1050 | 785 | 0.00263
sequential | 2290 | 31.2 | 0.0142
==> state kept, by name (all words and copies together), names as in the netlist <==
register and count:
con.read_signal_memory 1, vram.validbits 8, mmem.data 1024, con.read_signal_cache 1, con.state 3, dram.out_read 32, vram.validoutput 1, tagmemory.tagoutput 2
tagmemory.tagbits 16, dram.data 256, con.write_signal_cache_mem 1, con.write_signal_memory 1, mmem.memory_out 32
==> worst max path at each step <==
stage,from,endpoint,slack (ps),cells after the start
6_report,fulladdress[0],mmem.memory_out[21],5420,7
5_1_grt,fulladdress[0],mmem.memory_out[21],5460,7
4_1_cts,fulladdress[0],mmem.memory_out[23],5580,7
Power and IR drop assume default switching activity.
