`flow/run.sh`:
```
#!/bin/bash
# OpenROAD 26Q1-2900-gdf79404cd8, Yosys 0.63+post, stock flow scripts
make -C /OpenROAD-flow-scripts/flow DESIGN_CONFIG=/design/flow/config.mk WORK_HOME=/design/flow/orfs finish
```
`flow/config.mk`:
```
export PLATFORM = sky130hd
export DESIGN_NAME = datamemory
export DESIGN_NICKNAME = datamemory
export VERILOG_FILES = /design/flow/design.v
export SDC_FILE = /design/flow/constraint.sdc
export NUM_CORES = 4
export LEC_CHECK = 1
export CORE_UTILIZATION = 50
```
`flow/constraint.sdc`:
```
current_design datamemory

set clk_period 5.4
set clk_io_pct 0.2

create_clock -name clk0 -period $clk_period [get_ports {clk}]

set non_clock_inputs [all_inputs -no_clocks]
set_input_delay [expr $clk_period * $clk_io_pct] -clock clk0 $non_clock_inputs
set_output_delay [expr $clk_period * $clk_io_pct] -clock clk0 [all_outputs]
```
`flow/design.v`:
```
module datamemory(clk,reset,address,write_data,read_data,write_signal);
reg[5:0] i;  
input clk,reset,write_signal;     
input[31:0] address,write_data;   
output[31:0] read_data;     
reg [31:0] memory[40:0];   
reg[31:0] read_data;		 
always @(posedge clk)
		begin
			if(reset==1)
				begin
					for(i=0;i<41;i=i+1)
						memory[i] = 0;      
				end
			else if(write_signal==1)
				memory[address] = write_data;  
			else
				read_data = memory[address];  
		end
endmodule
```
==> run notes <==
The flow ran to the end, and the final reports show no timing, DRC or antenna violations. In this build the clock could be raised as far as 0.235 GHz. With the data required time of the worst path at 5920 ps, the static power due to leakage is 20.1 nW.

The floorplan step defined a die boundary enclosing 112000 um2. The routed design could run at a clock period as short as 4250 ps. Top flip-flop cell by instance count after synthesis: dfxtp_1. Share of synthesized registers carrying an async set or reset: 0. Looking at the clock tree report, the H-tree level count equals 4.

The tools report the number of antenna violations at the first check in global routing as 21. The number of DRC violations after detailed routing came out at 0. The run gives 8 as the length of the first detailed-routing pass in iterations. TritonCTS built the clock tree.

Across the run, the number of max-cap violations was 0. A synthesized cell averages 7.68 um2. The final max-slew violation count recorded for this run is 0.

As reported, the later end of the worst-skew pair has a clock insertion delay of 790 ps. The mapped netlist covers 55200 um2. Total global-route track usage: 0.538.

Clock skew on the completed layout was measured at 25.1 ps. The number of flip-flops and latches in the synthesized netlist is 1344, and the core area is 109000 um2. The run gives 57188 for the via total after detailed routing. Gates resized during post-CTS repair numbered 0. The run gives 336 nW/um2 for the power per unit of standard cell area. The class of the most critical setup path is in2reg. Per the CTS log, the root buffer master is clkbuf_16. The tools report the critical path startpoint category as a primary input. The placement summary gives the final routability congestion estimate as 1.06. During synthesis, Yosys emitted a total of 2 warnings. Input and output buffers added on the ports amount to 72. With the post-route setup TNS at 0 ps, the average wire per cell in the routed design is 34.0 um.

The final period utilization works out to 0.787. The register clock-pin slew on the reported worst setup and hold paths is 60 ps. The starting utilization of the core area is 0.506. Number of failing setup endpoints in the final timing report: 0. STA lists the maximum fanout along the critical path as 15. The count of buffers added by post-CTS timing repair for setup came out at 0.

The most repeated library cell on the critical path was buf_4. The run gives 121 as the number of cell rows. According to the floorplan report, the die width is 334 um. The floorplan report gives the top-level pin count as 99. The logs give 0 for the total congestion overflow after global routing and 1344 for the CTS sink count.

OpenSTA, run right after detailed placement, puts the worst setup slack at 801 ps. The die is 334 um tall. Once detail routing completed, the nets flagged for antenna violations numbered 0.

The run gives 0.000286 V as the worst-case vdd ir drop. For the buffer depth of the longest clock path, the log shows 3. In the placement report, post-DP HPWL is listed as 172000 um. The tools report the clock buffer count from CTS as 145. The number of global-route vias before repair was 51609; the maximum number of pins on one net before global-route repair was 171. After synthesis, the netlist uses 65 different library cells. The layout overhead on the synthesized area works out to 13.8%.

Total power for the finished layout comes to 21.1 mW. Setup repair after global routing left no endpoint under its margin. The sequential share of the synthesized area came out at 0.493. The worst setup path is captured at a flip-flop.

The number of buffer and inverter stages on the critical path was 3; the fraction of final layout cells with drive strength greater than 1 was 0.0974. The post-detailed-route via-to-cell ratio works out to 6.65. For this block, the initial DRC count from the detailed router was 7965. With the number of cells in Yosys stat at 7196, the hold violation total from the final report is 0.

The OpenROAD report gives the critical path a data arrival time of 4770 ps. Traced cell by cell, the critical path runs through buf_2, buf_4, nor2b_2, buf_4, nand2_1, or3_1, nand3_1, or4_1, o32a_1. The pin closest to its max-slew limit shows a slew of 1330 ps. The highest cell delay on the worst timing path came out at 620 ps. Worst min-delay path category: reg2reg. The number of synthesized flops with an enable pin was 32. The first global-routing pass estimated 400000 um of wire.

The cell count after synthesis was 7196. Setup slack closes at 1150 ps. The stat command in Yosys gives a chip area of 55200 um2. The logs give a warning total of 68. Hold repair after CTS inserted 0 buffers. The slowest stage of the critical path is the nand2_1 cell. The cell type group with the largest total delay on the critical path was simple AND/OR/NAND/NOR gates. With the total length of routed wires at 292000 um, the headroom to the max-slew limit is 0.112.
==> worst register-to-register path: cells and delay by family, from the launching register on <==
family          cells  cell delay [ps]
buf+inv             1              250
simple gates        1               80
compound gates      4             1250
flops               1              310
mux                 1              290
==> metrics by stage <==
step / instance area [um2] / cells / hold slack, ps / util
global route: 62800 / 8584 / 463 / 0.575
finish: 62900 / 8598 / 452 / 0.576
detailed placement: 58100 / 8323 / 444 / 0.532
floorplan: 55200 / 7196 / 431 / -
global placement: 58100 / 8323 / 438 / 0.532
CTS: 62800 / 8581 / 450 / 0.575
==> kinds of logic after synthesis <==
logic type	synth area share
and+or+nand+nor	0.221
AOI/OAI and AO/OA	0.211
DFF	0.493
buffers and inverters	0.0570
muxes	0.0183
==> registers in the layout, summed over array words and instances (netlist names) <==
register,count
memory,1312
read_data,32
==> final cells by class <==
cell class                 count  area (um2)
inverter                       1        3.75
fill                        9781       46300
antenna                       17        42.5
timing repair buffer         389        3680
clock inverter                35         344
tap                         1476        1850
sequential                  1344       27200
multi-input combinational   5113       25400
clock buffer                 223        4340
==> where the power goes <==
part           leakage (nW)  switching, mW  internal [mW]  total (mW)
clock                  2.30           4.21           5.81        10.0
combinational          6.90          0.831          0.216        1.05
sequential             10.9         0.0263           10.0        10.0
total                  20.1           5.07           16.0        21.1
==> cells in the mapped netlist (26+ instances only) <==
master,number,area [um2]
a21oi_1,1360,6810
a221oi_1,104,911
a22o_1,101,885
a22oi_1,294,2210
buf_2,168,841
buf_4,36,270
clkbuf_1,527,1980
dfxtp_1,1312,26300
edfxtp_1,32,961
mux2i_1,73,731
nand2_1,2713,10200
nand3_1,26,130
nand4_1,77,482
nor2_1,85,319
nor3_1,30,150
nor4_1,27,169
==> worst paths after layout <==
path	start	end	slack [ps]	depth (start not counted)
worst max-delay path	address[1]	read_data[1]	1150	9
worst min-delay path	memory[25][28]	memory[25][28]	450	2
worst max register to register	memory[29][25]	read_data[25]	2980	7
worst min register to register	memory[25][28]	memory[25][28]	450	2
==> metal layers <==
metal | up-vias | global-route usage | wire length [um]
li1 | 23996 | - | -
met1 | 27030 | 0.689 | 100000
met2 | 4704 | 0.691 | 113000
met3 | 1424 | 0.311 | 52600
met4 | 34 | 0.356 | 26200
met5 | - | 0.0261 | 544
==> placed cells by master, fill, tap and decap left out, types with 9 or more instances in the layout <==
cell / netlist / routed
nor4_1: 27 / 27
mux2_2: 21 / 21
diode_2: 0 / 17
buf_4: 36 / 268
a22o_1: 101 / 101
edfxtp_1: 32 / 32
and2_2: 0 / 25
nand2_1: 2713 / 2672
a21oi_1: 1360 / 1360
clkinv_2: 0 / 15
a32oi_1: 11 / 11
nor3_1: 30 / 29
and4_1: 9 / 9
clkdlybuf4s50_1: 0 / 63
nor2_1: 85 / 44
a22oi_1: 294 / 294
o32a_1: 23 / 23
nand4_1: 77 / 77
nand3_1: 26 / 26
nand2_2: 1 / 42
clkbuf_16: 0 / 153
nor2_4: 6 / 56
mux2i_1: 73 / 73
clkbuf_8: 0 / 25
buf_12: 0 / 49
clkbuf_1: 527 / 45
dfxtp_1: 1312 / 1312
a221oi_1: 104 / 104
No activity file was given, so power comes from the tool's default toggle rates.
