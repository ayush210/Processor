===== ./design.v =====
module mainmeory(fulladdress,datainput,dataoutput,clk,write_signal,read_signal,match);
parameter memorybits = 5;
input[memorybits-1:0] fulladdress;
input[31:0] datainput;
output[31:0] dataoutput;
input clk;
input write_signal;
input read_signal;
input match;
reg[31:0] dataoutput;
reg[31:0] data[31:0];
always @(posedge clk)
		begin
			if(write_signal==1)
				data[fulladdress] = datainput;
		end
always @(negedge clk)
		begin
			if(read_signal==1&&match==0)
				dataoutput = data[fulladdress];
		end
endmodule

===== ./constraint.sdc =====
current_design mainmeory

set clk_period 6.1
set clk_io_pct 0.2

create_clock -name clk0 -period $clk_period [get_ports {clk}]

set non_clock_inputs [all_inputs -no_clocks]
set_input_delay [expr $clk_period * $clk_io_pct] -clock clk0 $non_clock_inputs
set_output_delay [expr $clk_period * $clk_io_pct] -clock clk0 [all_outputs]

===== ./run.sh =====
#!/bin/bash
# OpenROAD 26Q1-2900-gdf79404cd8, Yosys 0.63+post, stock flow scripts
make -C /OpenROAD-flow-scripts/flow DESIGN_CONFIG=/design/flow/config.mk WORK_HOME=/design/flow/orfs finish

===== ./config.mk =====
export PLATFORM = sky130hd
export DESIGN_NAME = mainmeory
export DESIGN_NICKNAME = mainmeory
export VERILOG_FILES = /design/flow/design.v
export SDC_FILE = /design/flow/constraint.sdc
export NUM_CORES = 4
export LEC_CHECK = 1
export CORE_UTILIZATION = 40

==> results.sh <==
# yosys + openroad results
export IMPL_cpPeakStageDelay_ns=0.55
export IMPL_hold_depth=2
export IMPL_maxSlewHeadroom_pct=35.1
export IMPL_synth_yosys_num_cells=2109
export IMPL_timing_reg2reg_setup_slack_ns=1.48
export IMPL_slowest_stage="sky130_fd_sc_hd__clkdlybuf4s50_1"
export IMPL_min_path_type="input pin to flop"
export IMPL_top_usage_layer="met2"
export IMPL_post_cts_repair_setup_buffers=0
export IMPL_yosysWarnings=1
export IMPL_grt_util_met1_pct=26.6
export IMPL_route_vias_total=20983
export IMPL_dieHeight_um=318
export IMPL_synthesis_instances=2109
export IMPL_gp_congestion=0.873
export IMPL_flow_area_growth_from_synthesis_pct=19.6
export IMPL_first_iter_violations=1221
export IMPL_synthTopCellsByArea="sky130_fd_sc_hd__edfxtp_1 (79%), sky130_fd_sc_hd__mux2i_1 (13%), sky130_fd_sc_hd__o22ai_1 (4.0%)"
export IMPL_sequentialPowerShare_pct=53.5
export IMPL_synth_lib_cells_used_distinct=25
export IMPL_wl_per_cell_um=27.1
export IMPL_power_density_nw_per_um2=317
export IMPL_globalRoute_totalOverflow=0
export IMPL_ff2ff_path_depth=4
export IMPL_number_of_global_route_vias_before_repair=22505
export IMPL_post_synth_top_area_cell="sky130_fd_sc_hd__edfxtp_1"
export IMPL_hold_viol_final=0
export IMPL_crit_chain="clkdlybuf4s50_1"
export IMPL_floorplan_io_pins=73
export IMPL_ctsRootBufferMaster="sky130_fd_sc_hd__clkbuf_16"
export IMPL_clk_insertion_delay_late_ns=0.68
export IMPL_first_pass_grt_wire_length_mm=149
export IMPL_slew_viol_final=0
export IMPL_clock_tree_htree_level_count=3
export IMPL_ir_drop_mv=0.224
export IMPL_total_switching_power_w=0.00315
export IMPL_synthDominantCellAreaShare_pct=79.2
export IMPL_total_power_w=0.0152
export IMPL_hold_end="data[24][18]$_DFFE_PP_"
export IMPL_critical_path_required_ns=4.88
export IMPL_numPortBuffers=72
export IMPL_clock_sinks=1056
export IMPL_ys_async_sr_fraction_pct=0
export IMPL_gr_usage_all_layers_pct=22.3
export IMPL_setup_worst_path_end_class="output port"
export IMPL_drt_wl_total_mm=103
export IMPL_data_arrival_time_of_the_critical_path_ns=4.77
export IMPL_yosys_cell_count_top_type="sky130_fd_sc_hd__edfxtp_1"
export IMPL_max_clock_path_buffers=3
export IMPL_crit_type="flop to output port"
export IMPL_chipWidth_um=318
export IMPL_synth_cells_most_frequent="sky130_fd_sc_hd__edfxtp_1 (1,056), sky130_fd_sc_hd__mux2i_1 (512), sky130_fd_sc_hd__o22ai_1 (256)"
export IMPL_hold_path_startpoint="datainput[18]"
export IMPL_drcViolationCount=0
export IMPL_cpLargestDelayFamily="buffers and inverters"
export IMPL_tool_warnings=58
export IMPL_ff_type="sky130_fd_sc_hd__edfxtp_1"
export IMPL_detail_route_vias_per_cell=5.53
export IMPL_met2_usage_pct=32.3
export IMPL_placed_cell_area_um2=44300
export IMPL_final_area_um2=47900
export IMPL_static_leakage_power_nw=16.8
export IMPL_regToRegEndpoint="dataoutput[24]$_DFFE_NP_"
export IMPL_worst_setup_path_start_kind="flop"
export IMPL_postSynthAreaPerCell_um2=19.0
export IMPL_grt_use_met3_pct=18.3
export IMPL_drt_antenna_violating_nets=0
export IMPL_dr_pass1_iters=5
export IMPL_critical_path_max_fanout=1
export IMPL_number_of_setup_violations_in_the_final_report=0
export IMPL_core_area_um2=98900
export IMPL_dieArea_um2=101000
export IMPL_slew_of_the_pin_with_the_lowest_slew_margin_ns=0.971
export IMPL_pin_count_of_the_biggest_net_entering_global_routing=71
export IMPL_number_of_enable_type_register_cells_in_the_synthesized_netlist=1056
export IMPL_grt_setup_unrepaired="false"
export IMPL_cts_repair_resized_insts=3
export IMPL_clock_skew_final_ns=0.0346
export IMPL_tritoncts="yes"
export IMPL_drive_gt1_share_pct=17.3
export IMPL_power_combinational_fraction_pct=4.9
export IMPL_critPathLaunch="dataoutput[24]$_DFFE_NP_"
export IMPL_cellInternalPower_w=0.0120
export IMPL_worst_r2r_startpoint="data[22][24]$_DFFE_PP_"
export IMPL_postSynthRegisterBits=1056
export IMPL_clk_pin_slew_ns=0.06
export IMPL_ys_area_um2=40100
export IMPL_power_switching_share_pct=20.7
export IMPL_cts_inserted_buffers=103
export IMPL_synth_seq_share_pct=79.2
export IMPL_number_of_hold_repair_buffers_added_at_the_cts_stage=0
export IMPL_antenna_found_initial=3
export IMPL_dp_hpwl_mm=62.5
export IMPL_max_cap_viol_count=0
export IMPL_worst_path_buf_inv=1
export IMPL_run_status="complete, no violations"
export IMPL_clkPwrFrac_pct=41.7
export IMPL_synth_area_um2=40100
export IMPL_fp_util_pct=40.5
export IMPL_placement_rows=115
==> kinds of logic after synthesis <==
group                  share of synthesized area (%)
flip-flops                                      79.2
multiplexers                                    12.8
AND-OR/OR-AND                                   4.00
AND/OR/NAND/NOR                                 2.24
buffers and inverters                           1.80
==> power groups by stage <==
stage     Clock (W)  Sequential, W  Combinational [W]
4_1_cts     0.00643        0.00813           0.000740
6_report    0.00633        0.00812           0.000738
5_1_grt     0.00672        0.00813           0.000794
==> stage by stage <==
stage	instances	hold WS (ns)	util [%]	worst slack (ns)	TNS (ns)
2_1_floorplan	2109	1.32	-	0.253	0
3_3_place_gp	3567	2.06	44.9	-0.722	-17.21
3_5_place_dp	3567	2.06	44.9	-0.739	-18.19
4_1_cts	3790	1.33	48.4	0.00565	0
5_1_grt	3790	1.37	48.5	0.0109	0
6_report	3791	1.36	48.5	0.105	0
==> sequential cells by signal, summed over array words and instances, names as in the netlist <==
register and cells:
data 1024, dataoutput 32
==> cell type report <==
cell class	count	area, µm²
Timing Repair Buffer	297	3130
Sequential cell	1056	31700
Antenna cell	1	2.50
Clock inverter	87	612
Multi-Input combinational cell	926	7970
Clock buffer	137	2890
Fill cell	7834	50900
Tap cell	1287	1610
==> per-layer routing <==
metal	wire [µm]	vias up	part of all wire, %
met3	18800	164	18
met4	2510	4	2.4
met5	22	-	0.021
met2	47100	1334	46
li1	-	9263	-
met1	34400	10218	33
==> how the worst max path moves through the flow <==
stage                end  cells after the start
6_report  dataoutput[24]                      1
5_1_grt   dataoutput[20]                      1
4_1_cts   dataoutput[22]                      1
==> cell usage in the layout, fill, tap and decap left out, types with 10 or more instances in the layout <==
master	Yosys	layout
sky130_fd_sc_hd__clkinv_2	0	10
sky130_fd_sc_hd__inv_1	1	34
sky130_fd_sc_hd__clkbuf_16	0	108
sky130_fd_sc_hd__edfxtp_1	1056	1056
sky130_fd_sc_hd__buf_12	0	57
sky130_fd_sc_hd__nand2_1	34	34
sky130_fd_sc_hd__nor2_4	0	28
sky130_fd_sc_hd__o22ai_1	256	256
sky130_fd_sc_hd__clkdlybuf4s50_1	0	68
sky130_fd_sc_hd__nor4_1	64	54
sky130_fd_sc_hd__clkinv_1	0	20
sky130_fd_sc_hd__mux2i_1	512	512
sky130_fd_sc_hd__clkbuf_1	24	21
sky130_fd_sc_hd__buf_4	4	168
No activity file was given, so power comes from the tool's default toggle rates.
